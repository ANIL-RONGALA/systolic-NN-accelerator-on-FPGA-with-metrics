## design.v

```verilog
module systolic_array #(
    parameter DATA_W = 8,
    parameter ACC_W  = 32,
    parameter ROWS   = 4,
    parameter COLS   = 4
)(
    input  wire                         clk,
    input  wire                         rst_n,
    input  wire                         valid_in,
    input  wire signed [ROWS*DATA_W-1:0] a_in_bus,
    input  wire signed [COLS*DATA_W-1:0] b_in_bus,
    output wire signed [ROWS*COLS*ACC_W-1:0] c_bus,
    output wire [ROWS*COLS-1:0]              c_valid
);
    wire signed [DATA_W-1:0] a_bus [0:ROWS-1][0:COLS];
    wire signed [DATA_W-1:0] b_bus [0:ROWS][0:COLS-1];
    wire signed [ACC_W-1:0]  ps_bus[0:ROWS][0:COLS];
    wire                     v_bus [0:ROWS][0:COLS];
    genvar i, j;
    generate
        for (i = 0; i < ROWS; i = i + 1) begin : LEFT_EDGE
            assign a_bus[i][0] = a_in_bus[(i+1)*DATA_W-1 -: DATA_W];
        end
    endgenerate
    generate
        for (j = 0; j < COLS; j = j + 1) begin : TOP_EDGE
            assign b_bus[0][j] = b_in_bus[(j+1)*DATA_W-1 -: DATA_W];
        end
    endgenerate
    assign ps_bus[0][0] = '0;
    assign v_bus[0][0]  = valid_in;
    generate
        for (j = 1; j <= COLS; j = j + 1) begin : TOP_PS
            assign ps_bus[0][j] = '0;
            assign v_bus[0][j]  = 1'b0;
        end
    endgenerate
    generate
        for (i = 1; i <= ROWS; i = i + 1) begin : LEFT_PS
            assign ps_bus[i][0] = '0;
            assign v_bus[i][0]  = 1'b0;
        end
    endgenerate
    generate
        for (i = 0; i < ROWS; i = i + 1) begin : ROW_GEN
            for (j = 0; j < COLS; j = j + 1) begin : COL_GEN
                wire signed [DATA_W-1:0] a_in, b_in;
                wire signed [ACC_W-1:0]  ps_in;
                wire                     v_in;
                wire signed [DATA_W-1:0] a_out, b_out;
                wire signed [ACC_W-1:0]  ps_out;
                wire                     v_out;
                assign a_in  = a_bus[i][j];
                assign b_in  = b_bus[i][j];
                assign ps_in = ps_bus[i][j];
                assign v_in  = v_bus[i][j];
                systolic_pe #(
                    .DATA_W(DATA_W),
                    .ACC_W (ACC_W)
                ) u_pe (
                    .clk       (clk),
                    .rst_n     (rst_n),
                    .valid_in  (v_in),
                    .a_in      (a_in),
                    .b_in      (b_in),
                    .ps_in     (ps_in),
                    .valid_out (v_out),
                    .a_out     (a_out),
                    .b_out     (b_out),
                    .ps_out    (ps_out)
                );
                assign a_bus[i][j+1]   = a_out;
                assign b_bus[i+1][j]   = b_out;
                assign ps_bus[i+1][j+1] = ps_out;
                assign v_bus[i+1][j+1]  = v_out;
                localparam integer INDEX = i*COLS + j;
                assign c_bus  [(INDEX+1)*ACC_W-1 -: ACC_W] = ps_out;
                assign c_valid[INDEX]                      = v_out;
            end
        end
    endgenerate
endmodule
module systolic_controller #(
    parameter ROWS = 4,
    parameter COLS = 4,
    parameter K    = 4
)(
    input  wire clk,
    input  wire rst_n,
    input  wire start,
    output reg  busy,
    output reg  done,
    output reg  valid_src,
    output reg [$clog2(K):0] k_idx
);
    localparam integer FLUSH_CYCLES = ROWS + COLS - 2;
    localparam [1:0]
        S_IDLE  = 2'b00,
        S_FEED  = 2'b01,
        S_FLUSH = 2'b10,
        S_DONE  = 2'b11;
    reg [1:0] state, next_state;
    reg [$clog2(FLUSH_CYCLES+1)-1:0] flush_cnt;
    always @* begin
        next_state = state;
        case (state)
            S_IDLE: begin
                if (start)
                    next_state = S_FEED;
            end
            S_FEED: begin
                if (k_idx == K)
                    next_state = S_FLUSH;
            end
            S_FLUSH: begin
                if (flush_cnt == FLUSH_CYCLES)
                    next_state = S_DONE;
            end
            S_DONE: begin
                next_state = S_IDLE;
            end
        endcase
    end
    always @(posedge clk or negedge rst_n) begin
        if (!rst_n) begin
            state      <= S_IDLE;
            busy       <= 1'b0;
            done       <= 1'b0;
            valid_src  <= 1'b0;
            k_idx      <= {($clog2(K)+1){1'b0}};
            flush_cnt  <= {($clog2(FLUSH_CYCLES+1)){1'b0}};
        end else begin
            state <= next_state;
            busy      <= 1'b0;
            done      <= 1'b0;
            valid_src <= 1'b0;
            case (state)
                S_IDLE: begin
                    busy      <= 1'b0;
                    done      <= 1'b0;
                    valid_src <= 1'b0;
                    k_idx     <= 0;
                    flush_cnt <= 0;
                end
                S_FEED: begin
                    busy      <= 1'b1;
                    valid_src <= 1'b1;  
                    if (k_idx < K)
                        k_idx <= k_idx + 1;
                end
                S_FLUSH: begin
                    busy <= 1'b1;
                    if (flush_cnt < FLUSH_CYCLES)
                        flush_cnt <= flush_cnt + 1;
                end
                S_DONE: begin
                    busy      <= 1'b0;
                    done      <= 1'b1;
                    k_idx     <= 0;
                    flush_cnt <= 0;
                end
            endcase
        end
    end
endmodule
module systolic_pe #(
    parameter DATA_W = 8,
    parameter ACC_W  = 32
)(
    input  wire                     clk,
    input  wire                     rst_n,
    input  wire                     valid_in,
    input  wire signed [DATA_W-1:0] a_in,
    input  wire signed [DATA_W-1:0] b_in,
    input  wire signed [ACC_W-1:0]  ps_in,
    output reg                      valid_out,
    output reg  signed [DATA_W-1:0] a_out,
    output reg  signed [DATA_W-1:0] b_out,
    output reg  signed [ACC_W-1:0]  ps_out
);
    always @(posedge clk or negedge rst_n) begin
        if (!rst_n) begin
            valid_out <= 1'b0;
            a_out     <= '0;
            b_out     <= '0;
            ps_out    <= '0;
        end else begin
            a_out     <= a_in;
            b_out     <= b_in;
            valid_out <= valid_in;
            if (valid_in) begin
                ps_out <= ps_in + a_in * b_in;
            end else begin
                ps_out <= ps_in;
            end
        end
    end
endmodule
module systolic_top #(
    parameter DATA_W = 8,
    parameter ACC_W  = 32,
    parameter ROWS   = 4,
    parameter COLS   = 4,
    parameter K      = 4
)(
    input  wire clk,
    input  wire rst_n,
    input  wire start,
    output wire busy,
    output wire done,
    input  wire signed [ROWS*K*DATA_W-1:0] a_flat,
    input  wire signed [K*COLS*DATA_W-1:0] b_flat,
    output reg  signed [ROWS*COLS*ACC_W-1:0] c_flat
);
    integer r;
    integer c;
    integer idx_load_A;
    integer idx_load_B;
    integer idx_flat;
    reg signed [DATA_W-1:0] A_reg [0:ROWS-1][0:K-1];
    reg signed [DATA_W-1:0] B_reg [0:K-1][0:COLS-1];
    wire ctrl_busy;
    wire ctrl_done;
    wire        valid_src;
    wire [$clog2(K):0] k_idx;
    systolic_controller #(
        .ROWS(ROWS),
        .COLS(COLS),
        .K   (K)
    ) u_ctrl (
        .clk      (clk),
        .rst_n    (rst_n),
        .start    (start),
        .busy     (ctrl_busy),
        .done     (ctrl_done),
        .valid_src(valid_src),
        .k_idx    (k_idx)
    );
    assign busy = ctrl_busy;
    assign done = ctrl_done;
    reg  signed [ROWS*DATA_W-1:0] a_in_bus;
    reg  signed [COLS*DATA_W-1:0] b_in_bus;
    wire signed [ROWS*COLS*ACC_W-1:0] c_bus;
    wire [ROWS*COLS-1:0]              c_valid;
    systolic_array #(
        .DATA_W(DATA_W),
        .ACC_W (ACC_W),
        .ROWS  (ROWS),
        .COLS  (COLS)
    ) u_array (
        .clk     (clk),
        .rst_n   (rst_n),
        .valid_in(valid_src),
        .a_in_bus(a_in_bus),
        .b_in_bus(b_in_bus),
        .c_bus   (c_bus),
        .c_valid (c_valid)
    );
    reg [ROWS*COLS-1:0] captured;
    always @(posedge clk or negedge rst_n) begin
        if (!rst_n) begin
            for (r = 0; r < ROWS; r = r + 1)
                for (c = 0; c < K; c = c + 1)
                    A_reg[r][c] <= '0;
            for (r = 0; r < K; r = r + 1)
                for (c = 0; c < COLS; c = c + 1)
                    B_reg[r][c] <= '0;
            captured <= '0;
            c_flat   <= '0;
        end
        else begin
            if (start && !ctrl_busy) begin
                for (r = 0; r < ROWS; r = r + 1) begin
                    for (c = 0; c < K; c = c + 1) begin
                        idx_load_A = r*K + c;
                        A_reg[r][c] <= a_flat[(idx_load_A+1)*DATA_W-1 -: DATA_W];
                    end
                end
                for (r = 0; r < K; r = r + 1) begin
                    for (c = 0; c < COLS; c = c + 1) begin
                        idx_load_B = r*COLS + c;
                        B_reg[r][c] <= b_flat[(idx_load_B+1)*DATA_W-1 -: DATA_W];
                    end
                end
                captured <= '0;
                c_flat   <= '0;
            end
            else begin
                for (idx_flat = 0; idx_flat < ROWS*COLS; idx_flat = idx_flat + 1) begin
                    if (c_valid[idx_flat] && !captured[idx_flat]) begin
                        captured[idx_flat] <= 1'b1;
                        c_flat[(idx_flat+1)*ACC_W-1 -: ACC_W] <=
                            c_bus[(idx_flat+1)*ACC_W-1 -: ACC_W];
                    end
                end
            end
        end
    end
    always @* begin
        a_in_bus = '0;
        b_in_bus = '0;
        if (ctrl_busy && (k_idx < K)) begin
            for (r = 0; r < ROWS; r = r + 1)
                a_in_bus[(r+1)*DATA_W-1 -: DATA_W] = A_reg[r][k_idx];
            for (c = 0; c < COLS; c = c + 1)
                b_in_bus[(c+1)*DATA_W-1 -: DATA_W] = B_reg[k_idx][c];
        end
    end
endmodule
```

## config.mk

```make
export PLATFORM = sky130hd
export DESIGN_NAME = systolic_top
export DESIGN_NICKNAME = systolic_top
export VERILOG_FILES = /design/flow/design.v
export SDC_FILE = /design/flow/constraint.sdc
export NUM_CORES = 4
export LEC_CHECK = 1
export CORE_AREA = 10 10 478 478
export DIE_AREA = 0 0 488 488
```

## run.sh

```bash
#!/bin/bash
# OpenROAD 26Q1-2900-gdf79404cd8, Yosys 0.63+post, stock flow scripts
make -C /OpenROAD-flow-scripts/flow DESIGN_CONFIG=/design/flow/config.mk WORK_HOME=/design/flow/orfs finish
```

## constraint.sdc

```tcl
current_design systolic_top

set clk_period 37.0
set clk_io_pct 0.2

create_clock -name clk0 -period $clk_period [get_ports {clk}]

set non_clock_inputs [all_inputs -no_clocks]
set_input_delay [expr $clk_period * $clk_io_pct] -clock clk0 $non_clock_inputs
set_output_delay [expr $clk_period * $clk_io_pct] -clock clk0 [all_outputs]
```

==> run notes <==
The logs give 0.238 mm² for the overall chip area and 0.0238 µW for the static leakage. After synthesis the cells add up to 0.0429 mm². Per the layout area report, the combinational gate area comes to 0.0238 mm². The number of antenna violations at the first check in global routing was 22. The length in cells of the worst reg-to-reg path is 27, and the clock tree buffer depth is 3. The tool flagged a number of max-cap violations equal to 0. Setup repair after global routing left no endpoint under its margin.

The run gives 0 ps as the final sum of negative setup slack. The startpoint kind of the worst setup timing path was an input port. Looking at the clock tree report, the root buffer type is sky130_fd_sc_hd__clkbuf_16.

The run gives 7115 for the post-placement cell count. The power report attributes to the combinational group a share of 60.9%. RePlAce ended its routability-driven mode at a weighted congestion of 0.907. The first global-routing pass estimated 201 mm of wire. The beginning of the critical path is rst_n.

The core occupancy in the finished layout is 23.6%. Per the detail_route report, routed wire per instance is 18.5 µm. After detailed routing, the number of vias per cell comes to 3.92. Counting pins that exceed their max-slew limit in the final report gives 0. In this run the tightest slew margin relative to its limit is 33.4%. The tools report the worst flop-to-flop path startpoint as u_ctrl.k_idx[2].

After filler insertion, the fill cell instance count of the layout stands at 22800. For reference, the most critical setup path is categorized as input port to async pin. The share of synthesized area in the top cell type comes to 34.7%.

The total area inside the core boundary comes to 0.218 mm². The chip area line in the Yosys stat output reads 0.0429 mm². The worst hold path endpoint is u_array.ROW_GEN[3].COL_GEN[1].u_pe.a_out[5]. The stage logs contain a warning count of 36. The register clock-pin slew on the reported worst setup and hold paths was 60 ps; the switching power summed over all nets was 2320 µW. After the first detailed-routing iteration, the DRC count stood at 1603. Cells with a size suffix above 1 make up 11.1% of the layout. Detailed placement finished with a half-perimeter wire length of 111 mm.

The count of buffers inserted at the top-level ports is 388. For the pin with the worst max-slew slack, the measured transition is 999 ps. Synthesis produced 3971 cells. The count of nets left with antenna violations once routing finished came out at 0. The OpenROAD report gives the critical path a required time of 37750 ps.

The clock sink total was 597; the internal cell power was 2680 µW. For this run, the detailed router's first-pass iteration total came to 8. The worst setup path is captured at an async pin.

The delay of the slowest critical-path stage was 700 ps; the number of global-route vias before repair was 30600. Looking at the cell usage after synthesis, the top flip-flop cell is sky130_fd_sc_hd__dfrtp_1. The post-synthesis to final-layout area growth works out to 19.5%.

In this run the post-CTS setup repair buffer count came out at 0. The count of cells in the finished layout, fillers not included, comes to 7250. Sequential element share of the synthesized area: 34.8%. For reference, the top cells by area after synthesis are sky130_fd_sc_hd__dfrtp_1 35%, sky130_fd_sc_hd__fa_1 19%, sky130_fd_sc_hd__mux2_2 7.4%. Across all register-to-register paths, the minimum setup slack is 29070 ps. TritonCTS built the clock tree. The timing report shows that the slowest cell on the worst path is sky130_fd_sc_hd__buf_4.

The final route contains 28400 vias. The number of cells on the worst hold path is listed as 0. As reported, the later end of the worst-skew pair has a clock insertion delay of 720 ps. Yosys mapped a number of flops with a built-in enable equal to 0. With the number of buffers inserted during clock tree synthesis at 72, the maximum frequency from static timing analysis is 96.6 MHz. The switching portion of total power comes to 46.4%.

In this run, distinct cell masters in the synthesized netlist total 77. During synthesis, Yosys emitted a total of 6 warnings. The H-tree generated during clock tree synthesis spans 3 levels. The die outline width came out at 488 µm. The largest total area in the synthesized netlist belongs to sky130_fd_sc_hd__dfrtp_1. The tools report the post-cts resize count as 0.

The floorplan step set the die height to 488 µm. The clock skew is 60.5 ps, and the power density over the cells is 97.3 mW/mm². The initial utilization of the core area, before any placement, comes to 19.7%. For this run, design rule violations remaining after detail routing come to 0. Yosys reported a register bit count of 597. The fraction of synthesis flops using an asynchronous set or reset pin is 100%, and the I/O pin count is 773. In this run, flip-flops and latches consume 24.3% of the power.

The clock period could shrink to 10360 ps. The total overflow left after global routing is 0. Most numerous cell on the critical path: sky130_fd_sc_hd__buf_4. Hold repair after CTS inserted 0 buffers. STA lists the endpoint of the worst register-to-register path as u_array.ROW_GEN[0].COL_GEN[0].u_pe.ps_out[14]. In this run the worst path has a maximum fanout of 67.

In this run the mean area of a mapped cell was 10.8 µm². The final routed wirelength across all metal layers is 134 mm. The run finished with clean final reports. For the pin count of the biggest net entering global routing, the log shows 88. In this run the most critical hold path is launched from u_array.ROW_GEN[3].COL_GEN[0].u_pe.a_out[5]. The number of cells in Yosys stat was 3971; the site row count was 171. For this run, the final setup violation count is recorded as 0.

The hold violation count in the final report was 0; the area of all sequential standard cells was 0.0149 mm². For reference, the critical path cell chain is buf_8 -> buf_4 -> buf_4 -> buf_4 -> buf_4 -> buf_4. The logs give 11.4% for the overall track demand over capacity in global routing and 0.0879 mV for the worst IR drop on VDD. With the post-route clock period utilization at 28.0%, the data arrival time of the critical path is 11110 ps. The type recorded for the worst min-delay path is flop to flop. The run gives 14.8% as the clock power share.
[cells in the mapped netlist (5+ instances only)]
cell,instances
sky130_fd_sc_hd__mux2_2,283
sky130_fd_sc_hd__nand2_1,283
sky130_fd_sc_hd__inv_1,572
sky130_fd_sc_hd__xnor2_1,64
sky130_fd_sc_hd__nand2b_1,33
sky130_fd_sc_hd__o21bai_1,16
sky130_fd_sc_hd__o22ai_1,6
sky130_fd_sc_hd__buf_4,400
sky130_fd_sc_hd__a211oi_1,13
sky130_fd_sc_hd__a21oi_1,112
sky130_fd_sc_hd__clkbuf_1,127
sky130_fd_sc_hd__nand3b_1,5
sky130_fd_sc_hd__a2111oi_0,6
sky130_fd_sc_hd__fa_1,408
sky130_fd_sc_hd__a41oi_1,7
sky130_fd_sc_hd__a31oi_1,45
sky130_fd_sc_hd__a22o_1,100
sky130_fd_sc_hd__buf_1,10
sky130_fd_sc_hd__a221o_1,7
sky130_fd_sc_hd__o21a_1,5
sky130_fd_sc_hd__dfrtp_1,596
sky130_fd_sc_hd__or3_1,6
sky130_fd_sc_hd__nand3_1,26
sky130_fd_sc_hd__a21o_1,46
sky130_fd_sc_hd__xor2_1,20
sky130_fd_sc_hd__nor2b_1,16
sky130_fd_sc_hd__a22oi_1,68
sky130_fd_sc_hd__o21ai_0,108
sky130_fd_sc_hd__mux2i_1,13
sky130_fd_sc_hd__o21ai_1,14
sky130_fd_sc_hd__and2_1,92
sky130_fd_sc_hd__ha_1,222
sky130_fd_sc_hd__a222oi_1,35
sky130_fd_sc_hd__nor2_1,112
sky130_fd_sc_hd__o211ai_1,5
sky130_fd_sc_hd__and3_1,15
sky130_fd_sc_hd__nor3_1,13
sky130_fd_sc_hd__nand4_1,8
[cell usage in the layout (no fill, tap or decap), drive strengths merged, types with 26 or more instances in the layout]
cell             n
o21ai          124
nand3           26
a222oi          35
mux2           283
a21o            46
nor2           112
fa             408
a22oi           68
a21oi          114
nand2          283
a22o           100
xnor2           64
nand2b          33
ha             222
inv            583
dfrtp          596
buf             58
conb           384
clkbuf         101
a31oi           47
clkdlybuf4s50  387
and2            92
[power groups by stage]
stage / clock network (µW) / registers [µW] / logic, µW
6_report: 740 / 1220 / 3040
5_1_grt: 796 / 1250 / 3520
4_1_cts: 770 / 1220 / 3100
[cell families after synthesis]
kind of cell / after synthesis / share of synthesized area [%]
compound gates: 632 / 10.4
xor+xnor: 84 / 1.71
fa+ha+maj: 630 / 25.5
buf+inv: 1111 / 13.2
flops: 597 / 34.8
mux: 296 / 7.73
other cells: 1 / 0.00873
simple gates: 620 / 6.68
[worst max-delay path by stage]
stage	end	cells after the start
CTS	B_reg[1][3]	6
global route	B_reg[1][3]	6
finish	u_array.ROW_GEN[0].COL_GEN[1].u_pe.b_out[2]	6
[metal layers]
| metal | global-route usage (%) | vias to the layer above | wire (µm) |
|---|---|---|---|
| li1 | - | 13000 | - |
| met1 | 14.5 | 14100 | 54000 |
| met4 | 2.87 | 20 | 4360 |
| met2 | 18.3 | 1069 | 63500 |
| met5 | 0.201 | - | 179 |
| met3 | 4.49 | 206 | 12200 |
[stage by stage]
step           hold slack (ps)  setup slack (ps)  power, µW  area, µm²
2_1_floorplan              331             28210       3310      44400
6_report                   347             26640       5000      51300
3_3_place_gp               335             25770       4270      48800
4_1_cts                    348             26450       5090      51300
5_1_grt                    361             26000       5570      51300
3_5_place_dp               335             25660       4300      48800
[worst max-delay path, delay by kind of cell]
| kind | cells | cell delay (ps) |
|---|---|---|
| buffers and inverters | 6 | 3560 |
[layout make-up]
type,instances,share of cell area [%]
Clock buffer,101,3.98
Inverter,573,4.19
Timing Repair Buffer,445,8.44
Clock inverter,30,0.885
Multi-Input combinational cell,2646,46.4
Sequential cell,597,29.1
Antenna cell,4,0.0195
Tap cell,2854,6.96
Power figures rest on the tool's default switching activity, not on a simulated workload.
